==> /design/flow/design.v <==
`timescale 1ns / 1ps
module Register_File #(
    parameter WIDTH      = 32,
    parameter REG_COUNT  = 32
    )(
    input  wire                         CPU_clk,
    input  wire                         CPU_rst_n,
    input  wire                         RegWrite,
    input  wire [$clog2(REG_COUNT)-1:0] Rs1Addr, Rs2Addr,
    input  wire [$clog2(REG_COUNT)-1:0] RdAddr,
    input  wire [WIDTH-1:0]             WriteData,
    output reg  [WIDTH-1:0]             Rs1Data, Rs2Data
    );
    reg [WIDTH-1:0] RegArray [0:REG_COUNT-1];
    integer i;                                       
    localparam ADDR_WIDTH = $clog2(REG_COUNT); 
    localparam DATA_ZERO  = {WIDTH{1'b0}};
    localparam ADDR_ZERO  = {ADDR_WIDTH{1'b0}};
    always @(*) begin       
        Rs1Data = (Rs1Addr == ADDR_ZERO) ? DATA_ZERO : RegArray[Rs1Addr];     
        Rs2Data = (Rs2Addr == ADDR_ZERO) ? DATA_ZERO : RegArray[Rs2Addr];     
    end
    always @(posedge CPU_clk or negedge CPU_rst_n) begin
        if (!CPU_rst_n) begin
            RegArray[0] <= DATA_ZERO;               
            for (i=1; i<REG_COUNT; i=i+1) begin     
                RegArray[i] <= DATA_ZERO;           
            end 
        end else begin
            if (RegWrite && RdAddr != ADDR_ZERO) begin
                RegArray[RdAddr] <= WriteData;
            end
            RegArray[0] <= DATA_ZERO;               
        end
    end
endmodule
==> /design/flow/run.sh <==
#!/bin/bash
# OpenROAD 26Q1-2900-gdf79404cd8, Yosys 0.63+post, stock flow scripts
make -C /OpenROAD-flow-scripts/flow DESIGN_CONFIG=/design/flow/config.mk WORK_HOME=/design/flow/orfs finish
==> /design/flow/config.mk <==
export PLATFORM = sky130hd
export DESIGN_NAME = Register_File
export DESIGN_NICKNAME = Register_File
export VERILOG_FILES = /design/flow/design.v
export SDC_FILE = /design/flow/constraint.sdc
export NUM_CORES = 4
export LEC_CHECK = 1
export CORE_UTILIZATION = 50
==> /design/flow/constraint.sdc <==
current_design Register_File

set clk_period 6.5
set clk_io_pct 0.2

create_clock -name clk0 -period $clk_period [get_ports {CPU_clk}]

set non_clock_inputs [all_inputs -no_clocks]
set_input_delay [expr $clk_period * $clk_io_pct] -clock clk0 $non_clock_inputs
set_output_delay [expr $clk_period * $clk_io_pct] -clock clk0 [all_outputs]
==> flow_metrics.env <==
# flow metrics
export IMPL_setup_worst_path_end_class="primary output"
export IMPL_ir_worst_vdd_mv=0.299
export IMPL_final_design_area_no_fill_mm2=0.0597
export IMPL_post_dp_hpwl_um=176000
export IMPL_totalNegativeSetupSlack_ps=0
export IMPL_area_of_the_synthesized_netlist_per_yosys_stat_mm2=0.0519
export IMPL_clock_sink_count=992
export IMPL_cts_max_level=3
export IMPL_post_cts_buffers=0
export IMPL_postPlaceCellArea_mm2=0.0559
export IMPL_cts_hold_buf=0
export IMPL_min_period_ps=6250
export IMPL_warning_count=41
export IMPL_rsz_0062_raised_after_global_routing="false"
export IMPL_seq_area_frac_synth_pct=47.8
export IMPL_critPathMaxFanout=10
export IMPL_synth_area_leader_cell="sky130_fd_sc_hd__dfrtp_1"
export IMPL_ys_warn_count=2
export IMPL_critPathSlowestCell="sky130_fd_sc_hd__clkdlybuf4s50_1"
export IMPL_cts_resized=0
export IMPL_hp_class="flip-flop to flip-flop"
export IMPL_critical_path_buf_inv_count=3
export IMPL_overflow_after_grt=0
export IMPL_antenna_found_initial=23
export IMPL_run_status="finished clean"
export IMPL_synthDistinctLibCells=70
export IMPL_path_class="input port to primary output"
export IMPL_top_flop_regs="RegArray (992)"
export IMPL_slew_viol_final=0
export IMPL_postSynth_asyncResetShare_pct=100
export IMPL_postSynthAreaPerCell_um2=11.2
export IMPL_cts_root_buf="sky130_fd_sc_hd__clkbuf_16"
export IMPL_netlist_top_cells_area="sky130_fd_sc_hd__dfrtp_1 (48%), sky130_fd_sc_hd__mux2_2 (22%), sky130_fd_sc_hd__nand3_1 (6.4%)"
export IMPL_gp_congestion=1.08
export IMPL_synthCells=4653
export IMPL_iteration_count_of_the_initial_detailed_routing_pass=8
export IMPL_wire_per_inst_um=45.3
export IMPL_chip_area_mm2=0.105
export IMPL_area_growth_pct=15.0
export IMPL_numCtsBuffers=105
export IMPL_yosys_stat_cells=4653
export IMPL_detail_route_iter0_violations=6859
export IMPL_ys_flops=992
export IMPL_via_per_inst=7.83
export IMPL_drcViolationCount=0
export IMPL_detail_route_antenna_nets=0
export IMPL_netlist_area_mm2=0.0519
export IMPL_worstMarginPinSlew_ps=1410
export IMPL_routed_wirelength_um=280000
export IMPL_timing_clock_skew_ps=0
export IMPL_largest_register_ff_count=992
export IMPL_placeableCoreArea_mm2=0.102
export IMPL_final_period_utilization_pct=96.2
export IMPL_setup_worst_path_start_class="input port"
export IMPL_setup_violations=0
export IMPL_cellLeakagePower_nw=25.6
export IMPL_initCoreUtil_pct=50.7
export IMPL_cap_violations=0
export IMPL_synth_top_cell_by_count="sky130_fd_sc_hd__mux2_2"
export IMPL_number_of_enable_flip_flop_cells=0
export IMPL_die_y_um=324
export IMPL_clkTransAtPathRegs_ps=60
export IMPL_num_vias=48400
export IMPL_top_register="RegArray"
export IMPL_r2r_setup_slack_ps=5510
export IMPL_numPortBuffers=113
export IMPL_postSynth_topFlopCell="sky130_fd_sc_hd__dfrtp_1"
export IMPL_crit_family="AND-OR/OR-AND gates"
export IMPL_relSlewSlack_pct=3.80
export IMPL_max_freq_mhz=160
export IMPL_synthDominantCellAreaShare_pct=47.8
export IMPL_grt_first_pass_wirelength_um=381000
export IMPL_gr_usage_all_layers_pct=56.2
export IMPL_tritoncts_clock_tree="done"
export IMPL_top_level_ports=114
export IMPL_clock_tree_buffer_depth=3
export IMPL_grt_pass1_vias=46600
export IMPL_crit_chain="clkdlybuf4s50_1 > buf_4 > nor3b_1 > a31oi_1 > o21ai_0 > a2111oi_0 > a31oi_1 > clkdlybuf4s50_1"
export IMPL_final_hold_viol_count=0
export IMPL_cellPowerDensity_mw_per_mm2=300
export IMPL_placement_rows=117
export IMPL_max_stage_delay_ps=890
export IMPL_clk_insertion_delay_late_ps=720
export IMPL_horizontal_extent_of_the_die_um=324
export IMPL_common_cells="sky130_fd_sc_hd__mux2_2 (999), sky130_fd_sc_hd__dfrtp_1 (992), sky130_fd_sc_hd__nand3_1 (663)"
export IMPL_drive_gt1_share_pct=34.1
export IMPL_required_ps=5200
export IMPL_worstPathArrival_ps=4950
export IMPL_maximum_number_of_pins_on_one_net_before_global_route_repair=116
## report_power, final
part           internal [W]  total (W)  switching, W
Clock               0.00387    0.00657       0.00270
Combinational       0.00136    0.00272       0.00136
Sequential          0.00737    0.00863       0.00125
Total                0.0126     0.0179       0.00531
## metrics by stage
stage / utilization (%) / cells / hold WS [ps] / worst slack, ps / power [W]
floorplan: - / 4653 / 481 / 2450 / 0.00973
global placement: 54.7 / 5954 / 497 / 434 / 0.0112
detailed placement: 54.7 / 5954 / 506 / 428 / 0.0113
CTS: 58.3 / 6148 / 519 / 410 / 0.0178
global route: 58.3 / 6151 / 543 / 274 / 0.0184
finish: 58.3 / 6179 / 519 / 250 / 0.0179
## final cells by class
class,instances,area (µm²)
Fill cell,8500,42600
Multi-Input combinational cell,3145,25300
Sequential cell,992,24800
Timing Repair Buffer,443,4070
Clock buffer,145,2940
Tap cell,1368,1710
Clock inverter,49,749
Antenna cell,31,77.6
Inverter,6,22.5
## path summary, 6_finish.rpt
| path | from | end | cells past startpoint |
|---|---|---|---|
| max in group asynchronous | CPU_rst_n | RegArray[21][19] | 3 |
| min in group asynchronous | CPU_rst_n | RegArray[3][29] | 1 |
| min reg2reg | RegArray[18][28] | RegArray[18][28] | 1 |
| min | RegArray[18][28] | RegArray[18][28] | 1 |
| max | Rs2Addr[3] | Rs2Data[19] | 8 |
| max reg2reg | RegArray[8][25] | RegArray[8][25] | 1 |
## placed cells by master (no fill, tap or decap), drive strengths merged, types with 12 or more instances in the layout
| cell type | Yosys | layout |
|---|---|---|
| a2111oi | 52 | 52 |
| a21oi | 74 | 74 |
| a221o | 20 | 20 |
| a222oi | 30 | 30 |
| a22o | 52 | 52 |
| a22oi | 351 | 351 |
| a31o | 12 | 12 |
| a31oi | 61 | 61 |
| and2 | 26 | 26 |
| and3 | 181 | 181 |
| and4 | 56 | 56 |
| buf | 272 | 338 |
| bufinv | 0 | 18 |
| clkbuf | 238 | 145 |
| clkdlybuf4s50 | 0 | 105 |
| clkinv | 0 | 21 |
| dfrtp | 992 | 992 |
| diode | 0 | 31 |
| mux2 | 1002 | 1002 |
| nand2 | 67 | 67 |
| nand2b | 12 | 12 |
| nand3 | 663 | 663 |
| nand3b | 15 | 15 |
| nand4 | 201 | 201 |
| nor2 | 65 | 65 |
| nor2b | 12 | 12 |
| nor3 | 19 | 19 |
| nor3b | 12 | 12 |
| nor4 | 47 | 47 |
| o21ai | 17 | 17 |
| o31a | 12 | 12 |
## routing by layer
metal | GRT usage [%] | share of wire, %
met5 | 3.70 | 0.21
met4 | 37.2 | 8.9
met3 | 35.8 | 18
met2 | 71.4 | 39
met1 | 70.5 | 34
## cells by family (layout without fill, tap and decap cells)
kind of cell	count (synthesis)	in the layout	synth area share, %
compound gates	724	724	10.5
buf+inv	516	643	4.33
flops	992	992	47.8
mux	1012	1012	21.9
other cells	0	31	0
simple gates	1409	1409	15.4
Power is estimated from default activity; no workload was simulated.
