==> ./design.v <==
`timescale 1ns / 1ps
module ALU_RV32M #(parameter WIDTH = 32)(        
    input  wire signed [WIDTH-1:0] Op1, Op2,     
    input  wire        [5:0]       ALUControl,
    input  wire                    MDSel,
    output reg         [WIDTH-1:0] ALUResult_M,
    output wire                    Zero_M
    );
    localparam        [WIDTH-1:0] ZERO      = {WIDTH{1'b0}};
    localparam        [WIDTH-1:0] ONE       = {{WIDTH-1{1'b0}}, 1'b1}; 
    localparam signed [WIDTH-1:0] MINUS_ONE = {WIDTH{1'b1}};    
    localparam signed [WIDTH-1:0] MIN_INT = 1 << (WIDTH-1);
    reg signed [2*WIDTH-1:0] mul_temp;
    wire [WIDTH-1:0] uOp1 = $unsigned(Op1);
    wire [WIDTH-1:0] uOp2 = $unsigned(Op2);
    always @(*) begin
        mul_temp    = 0;
        ALUResult_M = ZERO;
        if (MDSel) begin
            case (ALUControl) 
                6'b010000:    begin
                    mul_temp    = Op1 * Op2;
                    ALUResult_M = mul_temp[WIDTH-1:0];
                end
                6'b010001:   begin
                    mul_temp    = Op1 * Op2;
                    ALUResult_M = mul_temp[2*WIDTH-1:WIDTH]; 
                end
                6'b010010:  begin
                    mul_temp    = uOp1 * uOp2;
                    ALUResult_M = mul_temp[2*WIDTH-1:WIDTH];
                 end
                6'b010011: begin
                    mul_temp    = $signed(Op1) * $signed({1'b0, uOp2});   
                    ALUResult_M = mul_temp[2*WIDTH-1:WIDTH];              
                end
                6'b010100:   begin
                    if (Op2 == 0) ALUResult_M = MINUS_ONE;   
                    else if (Op1 == MIN_INT && Op2 == MINUS_ONE)          
                    begin                                                 
                                  ALUResult_M = MIN_INT;                      
                    end                                     
                    else          ALUResult_M = Op1 / Op2;
                end
                6'b010101:  begin
                    if (Op2 != 0) ALUResult_M = uOp1 / uOp2;
                    else          ALUResult_M = MINUS_ONE;
                end
                6'b010110:   begin
                    if (Op2 != 0) ALUResult_M = Op1 % Op2;
                    else if (Op1 == MIN_INT && Op2 == MINUS_ONE)          
                    begin                                                     
                                  ALUResult_M = ZERO;                      
                    end
                    else          ALUResult_M = Op1;                      
                end
                6'b010111:  begin
                    if (Op2 != 0) ALUResult_M = uOp1 % uOp2;
                    else          ALUResult_M = Op1;                      
                end
                6'b111111:         ALUResult_M = ZERO;
                default:          ALUResult_M = ZERO;                     
            endcase
        end else begin
            ALUResult_M = ZERO;                 
        end
    end
    assign Zero_M = (ALUResult_M == ZERO);      
endmodule
==> ./run.sh <==
#!/bin/bash
# OpenROAD 26Q1-2900-gdf79404cd8, Yosys 0.63+post, stock flow scripts
make -C /OpenROAD-flow-scripts/flow DESIGN_CONFIG=/design/flow/config.mk WORK_HOME=/design/flow/orfs finish
==> ./config.mk <==
export PLATFORM = sky130hd
export DESIGN_NAME = ALU_RV32M
export DESIGN_NICKNAME = ALU_RV32M
export VERILOG_FILES = /design/flow/design.v
export SDC_FILE = /design/flow/constraint.sdc
export NUM_CORES = 4
export LEC_CHECK = 1
export CORE_UTILIZATION = 30
==> ./constraint.sdc <==
current_design ALU_RV32M

set clk_period 314.5
set clk_io_pct 0.2

create_clock -name clk0 -period $clk_period

set non_clock_inputs [all_inputs -no_clocks]
set_input_delay [expr $clk_period * $clk_io_pct] -clock clk0 $non_clock_inputs
set_output_delay [expr $clk_period * $clk_io_pct] -clock clk0 [all_outputs]
==> reports/metrics.yaml <==
run_status:
  run_status: "complete, no violations"
setup_path:
  worstPathRequired_ns: 251.60
  critPathMaxStageDelay_ns: 1.07
  endpoint_kind: "output port"
  cp_slowest_cell: "nor3_1"
  start_kind: "input pin"
  critPathTopFamily: "AND-OR/OR-AND gates"
  cp.arrival_ns: 162.25
  crit_cells: 339
  crit_top_cell: "ha_1"
  path_class: "in -> out"
  path_buffers: 23
  startpoint: "Op2[1]"
  crit_fanout: 40
detailed_routing:
  antenna_violating_nets_post_route: 0
  route.detailed.drc: 0
  vias: 132000
  drt_wl_total_um: 656000
  firstDrtPassIters: 7
  viasPerCell: 5.49
  drt_iter0_drc: 9757
  wl_per_cell_um: 27.3
global_routing:
  antenna_found_initial: 67
  grt.overflow.total: 0
  grt_pass1_vias: 134000
  grt_pass1_wl_um: 945000
  grtUsageTotal: 0.281
  grt_max_degree: 57
final_layout:
  flop_area_um2: 0
  fin_util: 0.325
  layout_top_cells: "2640 x inv_1, 2277 x fa_1, 1779 x ha_1"
  lay_top_count: "inv_1"
  ff_count: 0
  drive_gt1_frac: 0.0604
  nClkBuffers: 0
  synthToLayoutAreaGrowth_pct: 7.67
place:
  portBuffers: 104
  dp_hpwl_um: 552000
  gp_congestion: 1.08
synthesis:
  yosys_warnings: 1
  yosys-stat-cells: 17700
  syn_inst: 17700
  syn-cell-area_mm2: 0.143
  topCellsByArea: "fa_1 32%, ha_1 16%, inv_1 7.0%"
  yosys_area_mm2: 0.143
  top_area_cell: "fa_1"
  top_cell_area_share: 0.320
  synth.avg_cell_area_um2: 8.04
  synth_seq_share: 0
  ys_types: 117
sta:
  finalSetupTns_ns: 0
  setup_viol: 0
  fin_crit_sh: 0.716
  rsz0062_at_grt: "false"
  tightest_slew_ns: 1.46
  min_period_ns: 225.15
  hold_violations: 0
  max-slew-margin-rel: 0.0229
  maxSlewViolCount: 0
  max_freq_mhz: 4.44
clocking:
  cts_setup_buffers: 0
  postCtsResizedCells: 0
  hold_buffers: 0
floorplanning:
  rows: 252
  die_w_um: 691
  coreArea_mm2: 0.472
  io_pins: 104
  die_area_mm2: 0.478
  die_h_um: 691
  fp_util: 0.302
hold_path:
  hp-start: "Op1[0]"
  hold-path-endpoint: "ALUResult_M[0]"
  min_path_type: "in -> out"
  holdPathStages: 8
pwr:
  p_switching_w: 0.00238
  internal_power_w: 0.00153
  sw_frac_of_total: 0.608
  leakage_nw: 74.8
  power_density_mw_per_mm2: 25.4
  ir_drop_mv: 0.0812
flow_run:
  tool_warnings: 37
  drv_cap: 0
[Yosys cell counts, drive strengths merged, types with 174 or more instances]
master,count
ha,1779
nand2,1729
o21ai,680
nand3,304
xor2,422
a31oi,194
nor3,410
xnor2,616
nor2,1282
buf,174
inv,2648
and2,560
a21oi,1053
a21o,372
fa,2278
clkbuf,445
o21a,315
[power by group through the flow]
stage	combinational, W	sequential [W]	clock [W]
4_1_cts	0.00389	0	0
5_1_grt	0.00432	0	0.000000000000983
[cells by family (layout without fill, tap and decap cells)]
family	after synthesis	in the layout	share of synthesized area
other	2	35	0.0000527
AND/OR/NAND/NOR	5326	5326	0.179
adder cells (fa/ha/maj)	4057	4057	0.476
multiplexers	198	198	0.0152
AND-OR/OR-AND	3847	3847	0.179
buffers and inverters	3272	3298	0.0872
XOR/XNOR	1038	1038	0.0638
[layer usage]
metal,GRT usage,routed length [um],vias up
li1,-,-,60100
met1,0.349,248000,64200
met2,0.423,287000,5955
met3,0.116,74400,1472
met4,0.144,44100,72
met5,0.0145,1280,-
[per-stage QoR]
| stage | hold slack (ns) | instance area, um2 | setup WS, ns | power (W) | std cells |
|---|---|---|---|---|---|
| after floorplan | 126.11 | 143000 | 109.17 | 0.00258 | 17700 |
| after global placement | 127.40 | 153000 | 91.54 | 0.00387 | 24000 |
| after detailed placement | 127.41 | 153000 | 92.21 | 0.00385 | 24000 |
| after CTS | 127.41 | 153000 | 91.73 | 0.00389 | 24000 |
| after global routing | 127.45 | 153000 | 84.11 | 0.00432 | 24000 |
| final | 127.44 | 154000 | 89.35 | 0.00391 | 24000 |
[how the worst max path moves through the flow]
| stage | slack [ns] | endpoint |
|---|---|---|
| CTS | 91.73 | Zero_M |
| global route | 84.11 | Zero_M |
| finish | 89.35 | Zero_M |
[layout make-up]
| cell class | count | area, um2 |
|---|---|---|
| multi-input combinational | 14500 | 131000 |
| inverter | 2653 | 9960 |
| fill | 49700 | 318000 |
| tap | 6223 | 7790 |
| antenna | 31 | 77.6 |
| timing repair buffer | 645 | 4840 |
No activity file was given, so power comes from the tool's default toggle rates.
