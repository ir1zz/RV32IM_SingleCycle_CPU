## ./design.v

```verilog
`timescale 1ns / 1ps
module ALU_RV32I #(parameter WIDTH = 32)(        
    input  wire signed [WIDTH-1:0] Op1, Op2,     
    input  wire        [5:0]       ALUControl,
    input  wire                    MDSel,
    output reg         [WIDTH-1:0] ALUResult_I,
    output wire                    Zero_I
    );
    localparam [WIDTH-1:0] ZERO      = {WIDTH{1'b0}};
    localparam [WIDTH-1:0] ONE       = {{WIDTH-1{1'b0}}, 1'b1}; 
    wire [WIDTH-1:0] uOp1 = $unsigned(Op1);
    wire [WIDTH-1:0] uOp2 = $unsigned(Op2);
    always @(*) begin
        if (MDSel) begin
            ALUResult_I = ZERO;   
        end else begin
            case (ALUControl) 
                6'b000000,
                6'b001110,
                6'b001110:    ALUResult_I = Op1 + Op2;                                     
                6'b000001:    ALUResult_I = Op1 - Op2;                                     
                6'b000010:    ALUResult_I = Op1 & Op2;                                     
                6'b000011:     ALUResult_I = Op1 | Op2;                                     
                6'b000100:    ALUResult_I = Op1 ^ Op2;                                     
                6'b000101:    ALUResult_I = Op1 << Op2[$clog2(WIDTH)-1:0];                 
                6'b000110:    ALUResult_I = Op1 >> Op2[$clog2(WIDTH)-1:0];                 
                6'b000111:    ALUResult_I = Op1 >>> Op2[$clog2(WIDTH)-1:0];                
                6'b001000,
                6'b001000,
                6'b001010:    ALUResult_I = (Op1 < Op2) ? ONE : ZERO;                      
                6'b001001,
                6'b001001,
                6'b001011:   ALUResult_I = (uOp1 < uOp2) ? ONE : ZERO;                    
                6'b001100,
                6'b001100:    ALUResult_I = ((Op1 - Op2) == 0) ? ZERO : ONE;               
                6'b001101:    ALUResult_I = Op2;                                           
                6'b111111:    ALUResult_I = ZERO;                                          
                default:     ALUResult_I = ZERO;                                          
            endcase
        end
    end
    assign Zero_I = (ALUResult_I == ZERO);         
endmodule
```

## ./run.sh

```bash
#!/bin/bash
# OpenROAD 26Q1-2900-gdf79404cd8, Yosys 0.63+post, stock flow scripts
make -C /OpenROAD-flow-scripts/flow DESIGN_CONFIG=/design/flow/config.mk WORK_HOME=/design/flow/orfs finish
```

## ./config.mk

```make
export PLATFORM = sky130hd
export DESIGN_NAME = ALU_RV32I
export DESIGN_NICKNAME = ALU_RV32I
export VERILOG_FILES = /design/flow/design.v
export SDC_FILE = /design/flow/constraint.sdc
export NUM_CORES = 4
export LEC_CHECK = 1
export CORE_UTILIZATION = 50
```

## ./constraint.sdc

```tcl
current_design ALU_RV32I

set clk_period 19.7
set clk_io_pct 0.2

create_clock -name clk0 -period $clk_period

set non_clock_inputs [all_inputs -no_clocks]
set_input_delay [expr $clk_period * $clk_io_pct] -clock clk0 $non_clock_inputs
set_output_delay [expr $clk_period * $clk_io_pct] -clock clk0 [all_outputs]
```

==> impl_metrics.toml <==
# flow metrics
[yosys]
netlist-cell-type-count = 92
yosysChipArea_sq_mm = 0.0103
postSynthSeqShare_pct = 0
syn_area_sq_mm = 0.0103
ys_top_cells_by_area = "ha_1, mux4_2, mux2i_1, a21oi_1, nor2_1"
yosysTopAreaCell = "ha_1"
synthDominantCellAreaShare_pct = 11.8
syn_inst = 1484
ys_cells = 1484
ys_warn_count = 1
avgSynthCellArea_sq_um = 6.94

[timing]
finalSetupViolCount = 0
relSlewSlack_pct = 20.1
worst_pin_slew_ps = 1170
finalCritPeriodShare_pct = 68.5
hold_viol = 0
fin_crit_ps = 13500
slew_violations = 0
maxClockFrequency_mhz = 74.1
rsz0062_at_grt = "no"
fin_setup_tns_ps = 0

[job]
max_cap_viol_count = 0
log.warning_count = 98

[placed_design]
hpwlAfterDp_microns = 40400
place.gp.congestion = 1.08
port_buffers = 104

[drt]
via_count = 13200
drtIter0Drc = 1723
wl_microns = 52400
drc_errors = 0
wl_per_cell_microns = 29.6
viasPerCell = 7.46
antenna_left = 0
firstDrtPassIters = 8

[critical_path]
critical_path_required_ps = 15760
critical_path_class = "in -> out"
end_kind = "output port"
startpoint_type = "input port"
cp_data_arrival_time_ps = 9560
cp_max_fo = 35

[pwr]
ir_drop_uv = 15.5
powerDensity_mw_per_mm2 = 26.9
leakagePower_nw = 4.55

[clock_network]
cts-resized-gates = 0
post_cts_buffers = 0
hold_buffers = 0

[die]
coreArea_sq_mm = 0.0202
fp_util_pct = 50.9
die_h_microns = 145
die_area_sq_mm = 0.0212
fp.dieW_microns = 145
top_level_ports = 104
rows = 52

[cells_and_area]
nClkBuffers = 0
syn2layout_area_growth_pct = 10.8
final_common_cell = "nor2_1"
ff_count = 0
drive_above_1_share_pct = 8.66
flop_area_sq_um = 0
final_cell_mix = "nor2_1, nand2_1, a21oi_1"
post-route-util_pct = 56.4

[global_routing]
overflow = 0
grt_max_degree = 65
grt_pass1_vias = 12100
grt_pass1_wl_microns = 77100
grt_usage_pct = 49.4
antenna_found_initial = 2

[min_path]
hp-class = "in -> out"

[run_status]
status = "complete, no violations"
power breakdown:
part            internal, mW      total, mW  switching, mW
registers                  0              0              0
logic                  0.111          0.307          0.196
clock network  0.00000000266  0.00000000267              0
total                  0.111          0.307          0.196
area by class of cell:
type	instances	area, sq um
Tap cell	270	338
Antenna cell	2	5.00
Inverter	97	364
Fill cell	1979	8830
Timing Repair Buffer	139	1290
Multi-Input combinational cell	1266	9420
metal layers:
| layer | vias to the layer above | global-route usage, % | routed length [microns] |
|---|---|---|---|
| li1 | 5711 | - | - |
| met1 | 6131 | 67.2 | 19800 |
| met2 | 1173 | 70.8 | 21400 |
| met3 | 224 | 17.3 | 8050 |
| met4 | 2 | 21.9 | 3170 |
| met5 | - | 0 | 49 |
critical path, cell delays in order:
cell and delay (ps):
clkdlybuf4s50_1 460, buf_4 420, inv_1 430, ha_1 550, inv_1 140, a221oi_2 410, a21oi_1 200, o31ai_1 560
nand2_1 220, mux2i_1 170, or3b_2 460, nor4_1 500, and4b_1 260, nor3_1 60, and4b_1 280, clkdlybuf4s50_1 470
cells by family (layout without fill, tap and decap cells):
group	count (synthesis)	count (layout)	synth area share, %
AND/OR/NAND/NOR	504	504	24.1
AND-OR/OR-AND	498	498	34.4
buffers and inverters	218	236	8.78
multiplexers	125	125	17.1
adder cells (fa/ha/maj)	99	99	12.2
XOR/XNOR	40	40	3.40
other	0	2	0
final timing paths:
kind,start,slack (ps),end,cells past startpoint
max,Op2[4],6200,Zero_I,16
min,Op2[3],8940,ALUResult_I[3],6
metrics by stage:
step / std cells / hold WS, ps / area [sq um] / power (mW) / worst slack [ps]
floorplan: 1484 / 8060 / 10300 / 0.192 / 7800
finish: 1774 / 8940 / 11400 / 0.307 / 6200
global route: 1772 / 8980 / 11400 / 0.322 / 6140
detailed placement: 1772 / 8920 / 11400 / 0.291 / 6440
global placement: 1772 / 8950 / 11400 / 0.291 / 6500
CTS: 1772 / 8910 / 11400 / 0.292 / 6430
Yosys cell counts, drive strengths merged, types with 7 or more instances:
master and n:
a222oi 7, nor2b 20, nand3 35, or4 8
o22ai 12, or2 9, mux4 37, xnor2 28
nand4 17, nor2 135, a211o 7, nor3 44
a31oi 22, a211oi 33, o221ai 7, nand2 130
nand2b 19, a221o 8, nor4 19, buf 48
and2 22, clkbuf 73, o2111ai 21, a21oi 108
inv 96, xor2 12, ha 97, a21o 19
or3 7, o21a 16, a221oi 22, o21ai 67
a22oi 12, o31ai 20, and3 16, o211ai 28
mux2 25, a2111oi 10, mux2i 63
Power and IR drop assume default switching activity.
